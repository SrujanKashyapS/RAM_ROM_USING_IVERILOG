==> flow/design.v <==
module memory #(
   parameter DATA_WIDTH = 8,
   parameter ADDR_WIDTH = 8,
   parameter MEM_DEPTH = 256,
   parameter IS_RAM = 1
) (
   input wire clk,
   input wire [ADDR_WIDTH-1:0] addr,
   input wire [DATA_WIDTH-1:0] data_in,
   input wire we,
   output reg [DATA_WIDTH-1:0] data_out
);
   reg [DATA_WIDTH-1:0] mem [0:MEM_DEPTH-1];
   initial begin
       if (!IS_RAM) begin
           mem[0] = 8'hAA;
           mem[1] = 8'hBB;
           mem[2] = 8'hCC;
       end
   end
   always @(posedge clk) begin
       data_out <= mem[addr];
   end
   always @(posedge clk) begin
       if (IS_RAM && we) begin
           mem[addr] <= data_in;
       end
   end
endmodule
==> flow/run.sh <==
#!/bin/bash
# OpenROAD 26Q1-2900-gdf79404cd8, Yosys 0.63+post, stock flow scripts
make -C /OpenROAD-flow-scripts/flow DESIGN_CONFIG=/design/flow/config.mk WORK_HOME=/design/flow/orfs finish
==> flow/config.mk <==
export PLATFORM = sky130hd
export DESIGN_NAME = memory
export DESIGN_NICKNAME = memory
export VERILOG_FILES = /design/flow/design.v
export SDC_FILE = /design/flow/constraint.sdc
export NUM_CORES = 4
export LEC_CHECK = 1
export CORE_UTILIZATION = 40
==> flow/constraint.sdc <==
current_design memory

set clk_period 26.7
set clk_io_pct 0.2

create_clock -name clk0 -period $clk_period [get_ports {clk}]

set non_clock_inputs [all_inputs -no_clocks]
set_input_delay [expr $clk_period * $clk_io_pct] -clock clk0 $non_clock_inputs
set_output_delay [expr $clk_period * $clk_io_pct] -clock clk0 [all_outputs]
==> CHANGELOG.md <==
### Metrics

* XORs/XNORs by Area at 0%
* Dominant comb cell: multiplexers
* Fill cell count at approximately 16000
* Setup Skew at 0.0312 ns
* GR Layer Usage met2 at a little under a third
* Post-CTS Setup Inserts at 0
* Number of global-route vias before repair at roughly 41000
* Placed Area at 82800 sq um
* CP required at about 27 ns
* CTS tree: yes
* RSZ-0062 raised after global routing: no
* Yosys Chip Area at 78500 sq um
* Area of the mapped netlist at 78500 sq um
* Root buffer cell: clkbuf_16
* Largest net degree at the start of global routing at 113
* Layout area overhead at 13.7%
* Share of cells above drive strength 1 at 26.4%
* Status: finished clean
* Fin Setup TNS at 0 ns
* Top-area cell share at 78.3%
* Die area at 198000 sq um
* Starting DRC count in detailed routing at 2382
* Startpoint type of the worst setup path: input port
* Period utilisation layout at 38.0%
* Inserted Clock Buffers at 201
* Adder Share, Synth at 0%
* Dpl cells at between 6000 and 7000
* Post-layout worst setup margin at approximately 17 ns
* Vias per cell at approximately 5.6
* Mean Syn Cell Area at 22.1 sq um
* Aoi share at 3.62%
* VDD IR max at about 0.055 mV
* Worst hold start: mem[34][2]$_DFFE_PP_
* HPWL after DPL at approximately 110000 um
* Basic Gates by Area at 1.73%
* Hold Fails Final Rpt at 0
* Resized Gates After CTS at 0
* IO Pins at 26
* #FFs+latches synth at ~2100
* MUX area fraction at between 10% and 20%
* Hold buffer count at cts at 0
* FP Core Util at 40.3%
* Clk slew on worst S/H paths at 0.06 ns
* Max-slew violation count at 0
* GR Layer Usage met1 at a little over a quarter
* IO Port Bufs at 25
* Tool warning count at 29
* Worst reg2reg path endpoint: data_out[6]$_DFF_P_
* Crit path kind: in2reg
* R2r setup slk at approximately 24 ns
* Routed length per placed instance at 29.3 um
* Fmax at 98.6 MHz
* Synthesized instance count at 3547
* P per Cell Area at 74.5 nW/um^2
* Distinct lib cells at 22
* Crit path time final at just over 10 ns
* Core Footprint at 195000 sq um
* Final Wtd Congestion at 0.874
* Ys Warns at 1
* Reg2Reg Launch Point: mem[111][6]$_DFFE_PP_
* Main area contributors: edfxtp_1, mux4_2, a22oi_1, nor2_1, a21oi_1
* Final wirelength at 192000 um
* Worst Max-Slew Pin Slew at between 1 and 1.5 ns
* Maxcap violations at 0
* # rows at ~160
* # DRC at 0
* Crit path max-delay family: buffers and inverters
* Worst R2R Path Depth at 6
* Crit-path max FO at 49
* Global Route met3 Usage at 14.7%
* Crit path largest cell delay at 0.97 ns
* Max_slew headroom at 24.4%
* Setup WS pre-CTS at about 15 ns
* Clk latency late pin at 0.84 ns
* Setup-failing EPs final at 0
* Arrival @ worst endpoint at 10.84 ns
* First-pass GRT wire length at 278000 um
* CP max-delay cell: o41ai_1
* Sink Count at 2056
* Post-DRT Antenna Nets at 0
* Total number of vias at 37007
* Sequential cell area fraction in the yosys report at 78.6%
* H-tree Lvls at 4
* GRT Resource Usage Total at 21.6%
* Die X at ~440 um
* Busiest grt layer: met2
* Chip height at 445 um
* Setup crit end kind: flip-flop
* Post-route cell area at 89200 sq um
* Yosys Instances at 3547
* Leak pwr at around 27 nW
* Most used cell, CP: buf_4
* Crit path buf inv count at 7
* Initial antenna violation count at 13
* Hold path endpoint: data_out[2]$_DFF_P_
* Pwr Total at 6.65 mW
* Congestion Overflow GR at 0
* 1st-pass router iterations at 5
* Largest area contributor in the netlist: edfxtp_1
* Hold Path Class: reg2reg
* Clock buffer depth at 3
* Hold Path Depth at 5
* Non-Filler Instances at 6551
* Crit path cell chain: buf_8 > buf_4 > buf_4 > buf_4 > buf_12 > buf_4 > mux4_2 > a22oi_1 > a21oi_1 > o41ai_1 > buf_4 > nand4_1
[power by group]
part / internal (mW) / total, mW / switching, mW
logic: 0.103 / 0.293 / 0.191
clock network: 1.60 / 2.79 / 1.19
registers: 3.56 / 3.57 / 0.00782
[cell families (layout without fill, tap and decap cells)]
kind of cell	after synthesis	count (layout)
other cells	0	2
compound gates	416	416
buf+inv	233	611
flops	2056	2056
simple gates	330	330
mux	512	512
[worst max-delay path by stage]
stage / startpoint / to / slack (ns) / cells after the start
after CTS: addr[0] / data_out[6]$_DFF_P_ / 16.33 / 12
after global routing: addr[0] / data_out[6]$_DFF_P_ / 16.10 / 12
final: addr[0] / data_out[6]$_DFF_P_ / 16.55 / 12
[flip-flops by register name (all words and copies together) (netlist names)]
name and count:
mem 2048, data_out 8
[layer usage]
metal / wire length (um) / share of wire, %
met1: 63500 / 33
met2: 92500 / 48
met3: 29000 / 15
met4: 6570 / 3.4
met5: 213 / 0.11
[area by class of cell]
cell class / count / area (sq um) / area share (%)
sequential: 2056 / 61700 / 69.1
clock inverter: 115 / 1210 / 1.36
timing repair buffer: 248 / 2020 / 2.27
inverter: 1 / 3.75 / 0.00421
antenna: 2 / 5.00 / 0.00561
tap: 2624 / 3280 / 3.68
multi-input combinational: 1258 / 15800 / 17.7
clock buffer: 247 / 5270 / 5.90
[worst reg2reg max path, stage by stage, from the launching register on]
cell and delay, ns:
edfxtp_1 0.36, mux4_2 0.51, a22oi_1 0.39, a21oi_1 0.12, o41ai_1 0.97, buf_4 0.25, nand4_1 0.09
[cells in the mapped netlist (all sizes together)]
cell / count
dfxtp: 8
nor3: 30
nand2b: 6
nand3: 13
edfxtp: 2048
nand2: 28
o41ai: 32
or3: 1
a22oi: 256
inv: 1
buf: 87
nor2b: 7
nand4: 8
or2: 2
a21oi: 128
mux4: 512
nor2: 232
clkbuf: 145
and2: 3
[cell usage in the layout (no fill, tap or decap)]
master,n
edfxtp_1,2048
mux4_2,512
a22oi_1,256
nor2_1,231
buf_4,219
clkbuf_16,204
a21oi_1,128
clkbuf_1,43
clkinv_1,41
clkinv_2,32
o41ai_1,31
nor3_1,30
nand2_1,28
bufinv_16,21
clkdlybuf4s50_1,15
buf_8,10
nand4_1,8
nand3_1,8
dfxtp_1,8
clkinvlp_4,6
nor2b_1,5
nand3_2,5
inv_6,5
nand2b_1,4
buf_12,4
clkinv_8,3
diode_2,2
nor2b_4,2
nand2b_2,2
or2_2,2
and2_1,2
inv_16,2
clkinv_16,2
clkinv_4,2
nor2_4,1
and2_4,1
o41ai_2,1
inv_1,1
or3_1,1
inv_8,1
[stage by stage]
step | hold slack [ns] | utilization [%]
2_1_floorplan | 0.819 | -
3_3_place_gp | 0.940 | 42.4
3_5_place_dp | 0.953 | 42.4
4_1_cts | 0.973 | 45.8
5_1_grt | 1.01 | 45.8
6_report | 0.963 | 45.8
Power and IR drop assume default switching activity.
